File: /design/flow/run.sh
#!/bin/bash
# OpenROAD 26Q1-2900-gdf79404cd8, Yosys 0.63+post, stock flow scripts
make -C /OpenROAD-flow-scripts/flow DESIGN_CONFIG=/design/flow/config.mk WORK_HOME=/design/flow/orfs finish
File: /design/flow/config.mk
export PLATFORM = sky130hd
export DESIGN_NAME = spi_slave
export DESIGN_NICKNAME = spi_slave
export VERILOG_FILES = /design/flow/design.v
export SDC_FILE = /design/flow/constraint.sdc
export NUM_CORES = 4
export LEC_CHECK = 1
export CORE_AREA = 10 10 83 83
export DIE_AREA = 0 0 93 93
File: /design/flow/constraint.sdc
current_design spi_slave

set clk_period 1.3
set clk_io_pct 0.2

create_clock -name clk0 -period $clk_period [get_ports {clock}]
create_clock -name clk1 -period $clk_period [get_ports {io_sclk}]

set non_clock_inputs [all_inputs -no_clocks]
set_input_delay [expr $clk_period * $clk_io_pct] -clock clk0 $non_clock_inputs
set_output_delay [expr $clk_period * $clk_io_pct] -clock clk0 [all_outputs]
File: /design/flow/design.v
module async_set_register #( n=8 ) (
    input  [n-1:0] D,
    output  [n-1:0] Q,
    input clock,
    input set
);
reg [n-1:0] _Q;
always @(posedge clock or posedge set) begin
    if(set == 1) 
    begin
      _Q <= {n{1'b1}};
    end 
    else 
    begin
      _Q <= D;
    end
end
assign Q = _Q;
endmodule
module spi_slave(  
  input        clock,  
  input        reset,  
  input        io_mosi,  
  input        io_cs,  
  output       io_miso,  
  input        io_sclk,  
  output [3:0] io_config_out,  
  input  [3:0] io_monitor_in  
);
  wire  async_set_register_set;  
  wire  async_set_register_clock;  
  wire  async_set_register_Q;  
  wire  async_set_register_D;  
  wire  _T_17;  
  wire  _T_20;  
  wire  inv_sclk;  
  reg [4:0] shiftingConfig;  
  reg [31:0] _RAND_0;
  reg [4:0] stateConfig;  
  reg [31:0] _RAND_1;
  reg [3:0] shiftingMonitor;  
  reg [31:0] _RAND_2;
  reg  misoPosEdgeBuffer;  
  reg [31:0] _RAND_3;
  wire [4:0] configMask;  
  wire  _T_29;  
  wire [3:0] monitorMask;  
  wire [3:0] _T_31;  
  wire [4:0] _GEN_5;  
  wire [4:0] nextShiftingConfig;  
  wire [2:0] _T_32;  
  wire [3:0] _GEN_6;  
  wire [3:0] monitorRegShifted;  
  wire  _T_35;  
  wire  spiFirstCycle;  
  wire  monitorMuxControl;  
  wire [3:0] nextShiftingMonitor;  
  wire  _T_40;  
  reg  _T_43;  
  reg [31:0] _RAND_4;
  wire  _T_45;  
  wire  _T_46;  
  wire [4:0] _GEN_0;  
  async_set_register #(.n(1)) async_set_register (  
    .set(async_set_register_set),
    .clock(async_set_register_clock),
    .Q(async_set_register_Q),
    .D(async_set_register_D)
  );
  assign _T_17 = $unsigned(io_sclk);  
  assign _T_20 = _T_17 == 1'h0;  
  assign inv_sclk = _T_20;  
  assign configMask = {io_mosi,4'h0};  
  assign _T_29 = shiftingConfig[0];  
  assign monitorMask = {_T_29,3'h0};  
  assign _T_31 = shiftingConfig[4:1];  
  assign _GEN_5 = {{1'd0}, _T_31};  
  assign nextShiftingConfig = configMask | _GEN_5;  
  assign _T_32 = shiftingMonitor[3:1];  
  assign _GEN_6 = {{1'd0}, _T_32};  
  assign monitorRegShifted = monitorMask | _GEN_6;  
  assign _T_35 = io_cs == 1'h0;  
  assign spiFirstCycle = async_set_register_Q;  
  assign monitorMuxControl = _T_35 & spiFirstCycle;  
  assign nextShiftingMonitor = monitorMuxControl ? io_monitor_in : monitorRegShifted;  
  assign _T_40 = nextShiftingMonitor[0];  
  assign _T_45 = _T_43 == 1'h0;  
  assign _T_46 = io_cs & _T_45;  
  assign _GEN_0 = _T_46 ? shiftingConfig : stateConfig;  
  assign io_miso = _T_35 ? misoPosEdgeBuffer : 1'h0;  
  assign io_config_out = stateConfig[4:1];  
  assign async_set_register_set = io_cs;  
  assign async_set_register_clock = _T_20;  
  assign async_set_register_D = 1'h0;  
  always @(posedge inv_sclk) begin
    if (_T_35) begin
      shiftingConfig <= nextShiftingConfig;
    end
    if (monitorMuxControl) begin
      shiftingMonitor <= io_monitor_in;
    end else begin
      shiftingMonitor <= monitorRegShifted;
    end
  end
  always @(posedge clock) begin
    if (!(_T_35)) begin
      if (_T_46) begin
        stateConfig <= shiftingConfig;
      end
    end
    _T_43 <= io_cs;
  end
  always @(posedge io_sclk) begin
    if (_T_35) begin
      misoPosEdgeBuffer <= _T_40;
    end
  end
endmodule
==> Implementation_results.wiki <==
== Implementation results ==
{| class="wikitable"
! Metric !! Value
|-
| Warnings, synthesis || 2
|-
| Init Core Util || 0.0981
|-
| Post-synthesis instance area || 504 µm²
|-
| Post-synthesis sequential element count || 15
|-
| All-Layer GR Usage || 0.0236
|-
| Largest stage delay, worst path || 0.53 ns
|-
| Outcome || finished, violations left
|-
| Wire length of the first global-routing pass || 1540 µm
|-
| Tightest hold margin || roughly 0.28 ns
|-
| Sequential share of power || 0.411
|-
| Pin count of the biggest net entering global routing || 8
|-
| Number of global-route vias before repair || 348
|-
| Number of OpenROAD warnings || 39
|-
| Leakage power of the design || around 0.00040 µW
|-
| TritonCTS clock tree || done
|-
| Worst R2R End || misoPosEdgeBuffer
|-
| Switching share of power || 0.208
|-
| Layout fillers || 573
|-
| WP data arrival || 1.92 ns
|-
| Required time of the critical path || 1.28 ns
|-
| Top cell excl fill/tap || sky130_fd_sc_hd__edfxtp_1
|-
| Cell-by-cell listing of the critical path || nand2b_4 > buf_6 > mux2_4
|-
| Total die size || 8650 µm²
|-
| Synth Area in Compound Gates || 0
|-
| Final Hold Violating Endpoints || 0
|-
| Logic depth of the worst path, buffers included || 3
|-
| XOR/XNOR share of the synthesized area || 0
|-
| Sink of the worst hold path || _T_43
|-
| Routed vias || 307
|-
| Type of the most critical hold path || input pin to register
|-
| Post-Synth Adder-Cell Area || 0
|-
| Final setup violation count || 8
|-
| Clock Sinks || 15
|-
| Number of routed nets with antenna violations || 0
|-
| Combined buffer and inverter count along the critical path || 1
|-
| R2R setup slack || -0.64 ns
|-
| Most frequent cells in the layout || sky130_fd_sc_hd__edfxtp_1 (10), sky130_fd_sc_hd__inv_1 (9), sky130_fd_sc_hd__buf_4 (8), sky130_fd_sc_hd__clkdlybuf4s50_1 (7), sky130_fd_sc_hd__clkbuf_8 (6)
|-
| Clock Power Share || 0.520
|-
| Violated checks || negative setup slack
|-
| Total cell area reported by yosys after synthesis || around 500 µm²
|-
| Post-place instance area || between 700 and 800 µm²
|-
| Die Width || 93 µm
|-
| Kind of capture point of the worst setup path || register
|-
| Main logic family after synthesis || multiplexers
|-
| Area fraction in and, or, nand and nor cells after synthesis || 0.0521
|-
| Worst Setup Path Type || register to register
|-
| Hold buffer count at CTS || 0
|-
| Largest voltage drop on the vdd net || 0.467 mV
|-
| DRC viols || 0
|-
| Start point of the critical path || async_set_register._Q
|-
| Number of standard cells in the layout, taps in and fillers out || 132
|-
| Post-synthesis mux area share || 0.119
|-
| Routed length per placed instance || 7.61 µm
|-
| Clock tree skew after final layout || 0.0662 ns
|-
| Count of input and output buffers || 11
|-
| Initial antenna violation count || 0
|-
| Cell count after placement || around 110
|-
| Cell count after synthesis || 25
|-
| Routability cong. || 0.677
|-
| Avg Cell Area, Syn || 20.2 µm²
|-
| Total net switching power || 284 µW
|-
| FF-to-FF Start || async_set_register._Q
|-
| Unrepaired setup endpoints after global routing || yes
|-
| Post-layout total power || 1360 µW
|-
| Distinct cell type count after synthesis || 9
|-
| Number of primary I/O pins || 14
|-
| Pre-antenna DRT Iters || 4
|-
| Clock slew at the register clock pins of the worst setup and hold paths || 0.05 ns
|-
| Routed vias/inst || approximately 2.3
|-
| Minimum setup slack in the final design || -0.636 ns
|-
| Family with the most delay on the worst path || flip-flops
|-
| Kind of launch point of the worst setup path || register
|-
| Number of cells traversed by the worst hold path || 2
|-
| Slowest cell on crit path || sky130_fd_sc_hd__dfstp_2
|-
| CP max FO || 2
|-
| Total of max-cap violations || 0
|-
| Reg2Reg Depth || 3
|-
| GR Overflow Total || 0
|-
| Portion of the post-synthesis area used by sequential elements || 0.806
|-
| Chip height || 93 µm
|-
| Power density over the cells || 1500 nW/µm²
|-
| Ant. Diodes || 0
|-
| Area of the core || 5140 µm²
|-
| Wire length reported by the detailed router || 1010 µm
|-
| Area growth, synth to finish || 80.1%
|-
| Min-delay src || io_cs
|-
| Internal power consumption || roughly 1100 µW
|-
| Post-synthesis cell count from yosys || 25
|-
| Count of pins over their slew limit || 0
|-
| DRC violation total after the first TritonRoute iteration || 24
|-
| Share of final-layout standard cells stronger than drive strength 1 || 0.403
|-
| Combinational share of power || 0.069
|-
| Number of placement rows || 26
|-
| Cell area after layout || 908 µm²
|}
==> through the flow <==
step	TNS [ns]	setup WS (ns)	util
after detailed placement	-9.15	-0.681	0.145
after global routing	-1.44	-0.667	0.177
final	-1.23	-0.636	0.177
after global placement	-9.04	-0.671	0.145
after CTS	-2.00	-0.634	0.177
after floorplan	-1.06	-0.493	-
==> cell usage after synthesis (all sizes together) <==
cell type	instances	area share
dfstp	1	0.052
conb	1	0.0074
nand2b	1	0.027
edfxtp	10	0.60
and2b	1	0.017
inv	2	0.015
dfxtp	4	0.16
mux2	4	0.12
nor2	1	0.0074
==> layout make-up <==
cell class	count	area [µm²]	area share
Sequential cell	15	407	0.448
Timing Repair Buffer	21	193	0.212
Multi-Input combinational cell	8	90.1	0.0992
Clock buffer	8	90.1	0.0992
Tap cell	70	87.6	0.0964
Clock inverter	9	33.8	0.0372
Inverter	1	7.51	0.00826
==> flip-flops by register name, indices dropped and copies added, names as in the netlist <==
signal                 count
stateConfig                4
async_set_register._Q      1
_T_43                      1
shiftingMonitor            3
shiftingConfig             5
misoPosEdgeBuffer          1
==> power groups by stage <==
stage,registers (µW),clock network [µW],logic (µW)
global route,564,783,101
finish,561,710,93.6
CTS,561,733,97.5
==> worst max-delay path by stage <==
stage | endpoint | slack [ns]
finish | misoPosEdgeBuffer | -0.64
global route | misoPosEdgeBuffer | -0.67
CTS | misoPosEdgeBuffer | -0.63
==> repair_timing <==
item                       CTS  global route
hold endpoints to repair     0             0
setup buffers                5             1
setup endpoints to repair   19            16
cloned                       0             0
resized                      7             4
==> cells by family (layout without fill, tap and decap cells) <==
| family | after synthesis | after routing |
|---|---|---|
| buffers and inverters | 2 | 39 |
| and+or+nand+nor | 3 | 3 |
| DFF | 15 | 15 |
| other | 1 | 1 |
| muxes | 4 | 4 |
==> layer usage <==
layer	wire length [µm]	vias up	share of wire	GRT usage
met3	158	2	0.16	0.0299
met2	396	12	0.39	0.0263
met1	446	136	0.44	0.0262
met5	0	-	0	0
met4	4	0	0.0040	0.00643
li1	-	157	-	-
Power is estimated from default activity; no workload was simulated.
