**flow/design.v**
```verilog
module spi_master(
  input        clock,
  input        reset,
  input        io_cpol,
  input        io_cpha,
  output       io_mosi,
  input        io_miso,
  output       io_sclk,
  output       io_cs,
  input  [7:0] io_slaveData,
  input        io_slaveDataValid,
  output [7:0] io_masterData
);
  reg [1:0] state;  
  reg [2:0] bitIndex;  
  reg [7:0] regout;  
  reg [7:0] regin;  
  reg [1:0] count;  
  reg  cpolReg;  
  reg  cphaReg;  
  wire [1:0] _count_T_1 = 2'h2 - 2'h1;  
  wire  _T_2 = count > 2'h0;  
  wire [1:0] _count_T_3 = count - 2'h1;  
  wire [1:0] _GEN_5 = count > 2'h0 ? _count_T_3 : _count_T_1;  
  wire [7:0] _regin_T_1 = {regin[6:0],io_miso};  
  wire [1:0] _GEN_8 = _T_2 ? state : 2'h3;  
  wire [7:0] _GEN_9 = _T_2 ? regin : _regin_T_1;  
  wire [2:0] _bitIndex_T_1 = bitIndex - 3'h1;  
  wire [1:0] _GEN_10 = bitIndex > 3'h0 ? _count_T_1 : count;  
  wire [2:0] _GEN_11 = bitIndex > 3'h0 ? _bitIndex_T_1 : bitIndex;  
  wire [1:0] _GEN_12 = bitIndex > 3'h0 ? 2'h2 : 2'h0;  
  wire [1:0] _GEN_13 = _T_2 ? _count_T_3 : _GEN_10;  
  wire [2:0] _GEN_14 = _T_2 ? bitIndex : _GEN_11;  
  wire [1:0] _GEN_15 = _T_2 ? state : _GEN_12;  
  wire [1:0] _GEN_16 = 2'h3 == state ? _GEN_13 : count;  
  wire [2:0] _GEN_17 = 2'h3 == state ? _GEN_14 : bitIndex;  
  wire [1:0] _GEN_18 = 2'h3 == state ? _GEN_15 : state;  
  wire  _io_sclk_T = ~io_cs;  
  wire  _io_sclk_T_5 = state == 2'h2 ? cphaReg ^ cpolReg : ~(cphaReg ^ cpolReg);  
  wire [7:0] _io_mosi_T_3 = regout >> bitIndex;  
  assign io_mosi = _io_sclk_T & state != 2'h0 & _io_mosi_T_3[0];  
  assign io_sclk = ~io_cs ? _io_sclk_T_5 : cpolReg;  
  assign io_cs = state == 2'h0;  
  assign io_masterData = regin;  
  always @(posedge clock) begin
    if (reset) begin  
      state <= 2'h0;  
    end else if (2'h0 == state) begin  
      if (io_slaveDataValid) begin  
        if (io_cpha) begin  
          state <= 2'h1;  
        end else begin
          state <= 2'h2;  
        end
      end
    end else if (2'h1 == state) begin  
      if (!(count > 2'h0)) begin  
        state <= 2'h2;  
      end
    end else if (2'h2 == state) begin  
      state <= _GEN_8;
    end else begin
      state <= _GEN_18;
    end
    if (reset) begin  
      bitIndex <= 3'h0;  
    end else if (2'h0 == state) begin  
      if (io_slaveDataValid) begin  
        bitIndex <= 3'h7;  
      end
    end else if (!(2'h1 == state)) begin  
      if (!(2'h2 == state)) begin  
        bitIndex <= _GEN_17;
      end
    end
    if (reset) begin  
      regout <= 8'h0;  
    end else if (2'h0 == state) begin  
      if (io_slaveDataValid) begin  
        regout <= io_slaveData;  
      end
    end
    if (reset) begin  
      regin <= 8'h0;  
    end else if (2'h0 == state) begin  
      regin <= 8'h0;  
    end else if (!(2'h1 == state)) begin  
      if (2'h2 == state) begin  
        regin <= _GEN_9;
      end
    end
    if (reset) begin  
      count <= 2'h0;  
    end else if (2'h0 == state) begin  
      if (io_slaveDataValid) begin  
        count <= _count_T_1;  
      end
    end else if (2'h1 == state) begin  
      count <= _GEN_5;
    end else if (2'h2 == state) begin  
      count <= _GEN_5;
    end else begin
      count <= _GEN_16;
    end
    if (reset) begin  
      cpolReg <= 1'h0;  
    end else if (2'h0 == state) begin  
      cpolReg <= io_cpol;  
    end
    if (reset) begin  
      cphaReg <= 1'h0;  
    end else if (2'h0 == state) begin  
      cphaReg <= io_cpha;  
    end
  end
endmodule
```
**flow/config.mk**
```make
export PLATFORM = sky130hd
export DESIGN_NAME = spi_master
export DESIGN_NICKNAME = spi_master
export VERILOG_FILES = /design/flow/design.v
export SDC_FILE = /design/flow/constraint.sdc
export NUM_CORES = 4
export LEC_CHECK = 1
export CORE_AREA = 10 10 98 98
export DIE_AREA = 0 0 108 108
```
**flow/run.sh**
```bash
#!/bin/bash
# OpenROAD 26Q1-2900-gdf79404cd8, Yosys 0.63+post, stock flow scripts
make -C /OpenROAD-flow-scripts/flow DESIGN_CONFIG=/design/flow/config.mk WORK_HOME=/design/flow/orfs finish
```
**flow/constraint.sdc**
```tcl
current_design spi_master

set clk_period 3.4
set clk_io_pct 0.2

create_clock -name clk0 -period $clk_period [get_ports {clock}]

set non_clock_inputs [all_inputs -no_clocks]
set_input_delay [expr $clk_period * $clk_io_pct] -clock clk0 $non_clock_inputs
set_output_delay [expr $clk_period * $clk_io_pct] -clock clk0 [all_outputs]
```
==> results_dict.tcl <==
# yosys + openroad results
set metrics [dict create \
    place_ws_ns 1.047 \
    period_needed_ns 2.651 \
    min_path_type "reg -> reg" \
    outcome "finished clean" \
    placed_area_mm2 0.001556 \
    grtUsageMet1_pct 6.947 \
    drt_iter0_drc 48 \
    critical_path_required_ns 2.72 \
    clkPwrFrac_pct 15.6 \
    gr-total-overflow 0 \
    drive_above_1_share_pct 5.844 \
    io_buffer_count 24 \
    core_mm2 0.007647 \
    clockBufferDepth 2 \
    avgSynthCellArea_um2 9.307 \
    finalWeightedCongestion 0.7704 \
    h-tree-depth 1 \
    die_w_um 108 \
    setup_viol 0 \
    yosys_warnings 1 \
    antenna_left 0 \
    hpwl_mm 2.118 \
    clk_latency_ns 0.26 \
    numSynthFlops 25 \
    drtPass1Iterations 4 \
    lay_top_count "dfxtp_1" \
    grt_use_met3_pct 0.9036 \
    cts.sinks 25 \
    drv_cap 0 \
    fmax_mhz 377.2 \
    warning_count 30 \
    hold_slack_ns 0.4561 \
    worstMarginPinSlew_ns 0.5740 \
    worstSetupStartpointType "flip-flop" \
    swShare_pct 36.79 \
    dieArea_mm2 0.01166 \
    top_cell_area_share_pct 41.37 \
    grt_use_total_pct 4.813 \
    grt_pass1_vias 977 \
    grt_busiest_layer "met2" \
    edf_count 0 \
    tritoncts "done" \
    power.share.combinational_pct 47.9 \
    synthesis.area_mm2 0.001210 \
    synth_seq_share_pct 41.37 \
    crit_type "reg -> out" \
    largest_area_cell "dfxtp_1" \
    drv_slew 0 \
    fin_area_mm2 0.001602 \
    arrival_ns 1.97 \
    cp-end-kind "output pin" \
    timing.final.ws_setup_ns 0.7489 \
    post-cts-setup-buffers 0 \
    wire_per_inst_um 10.66 \
    p_leak_nw 0.5773 \
    ctsRootBufferMaster "clkbuf_8" \
    skew_ns 0.001608 \
    row_count 32 \
    clk_pin_slew_worst_paths_ns 0.08 \
    yosys.cell_types.count 30 \
    path_max_fanout 10 \
    vias 947 \
    grt_setup_unrepaired "no" \
    chipHeight_um 108 \
    grt_max_degree 16 \
    synth_cells 130 \
    antenna_cells 0 \
    final_cell_mix "25 x dfxtp_1, 24 x nand2_1, 24 x clkdlybuf4s50_1" \
    p_sw_mw 0.4037 \
    io_pins 25 \
    wl_mm 2.729 \
    cts_hold_buf 0 \
    drc_errors 0 \
    grt_use_met2_pct 7.457 \
    ir_worst_vdd_v 0.0001922 \
    pwr-share-seq_pct 36.5 \
    post_cts_resized 0 \
    vias_per_cell 3.699 \
    ys_chip_area_mm2 0.001210 \
    power_mw 1.097 \
    top_cells_by_area "dfxtp_1 41%, mux2i_1 12%, nand2_1 7.4%, ha_1 7.2%, nor2_1 4.3%" \
    ys_cells 130 \
    async_reset_ff_share_pct 0 \
    slew_headroom_pct 61.61 \
    powerDensity_mw_per_mm2 685.1 \
    fp_util_pct 15.82 \
    antenna_found_initial 0 \
    p_int_mw 0.6935 \
    finalHoldViolations 0 \
    cts_buffers 3 \
    period_used_pct 77.97 \
    area_growth_pct 32.37 \
    tns_ns 0 \
    ys.flop_type "dfxtp_1" \
    grt_pass1_wl_mm 4.767 \
]
==> final timing paths <==
path	from	end	slack (ns)	depth (start not counted)
min	regout[7]	regout[7]	0.46	2
max reg2reg	state[0]	bitIndex[2]	1.47	5
min reg2reg	regout[7]	regout[7]	0.46	2
max	state[0]	io_sclk	0.75	6
==> state kept, by name, summed over array words and instances (netlist names) <==
signal    cells
state         2
bitIndex      3
count         2
cphaReg       1
regin         8
cpolReg       1
regout        8
==> cells by family after synthesis <==
group	synth area share (%)
AND/OR/NAND/NOR	17.89
flip-flops	41.37
AND-OR/OR-AND	11.58
multiplexers	16.24
buffers and inverters	4.240
adder cells (fa/ha/maj)	7.239
XOR/XNOR	1.448
==> through the flow <==
stage	cells	utilization (%)
3_3_place_gp	252	20.35
3_5_place_dp	252	20.35
5_1_grt	256	20.94
2_1_floorplan	130	-
4_1_cts	256	20.94
6_report	256	20.94
==> routing by layer <==
metal,share of wire (%),up-vias
li1,-,498
met1,48,430
met2,47,17
met3,3.8,2
met4,1.5,0
met5,0,-
==> power groups by stage <==
| stage | Sequential [mW] | Combinational (mW) | Clock [mW] |
|---|---|---|---|
| finish | 0.400 | 0.526 | 0.171 |
| global route | 0.411 | 0.593 | 0.192 |
| CTS | 0.400 | 0.532 | 0.179 |
==> cells in the mapped netlist, drive strengths merged, types with 2 or more instances <==
cell type	number
dfxtp	25
xnor2	2
nor2	14
a2111oi	3
inv	6
ha	7
nand2b	3
buf	3
nor3b	2
nand2	24
mux4	2
a21oi	9
clkbuf	2
mux2i	14
==> critical path, stage by stage (launching register included) <==
cell and delay (ns):
dfxtp_1 0.39, inv_1 0.10, ha_1 0.32, inv_1 0.17
nand2_1 0.09, xnor2_1 0.14, clkdlybuf4s50_1 0.50
==> cell type report <==
type	instances	area (µm²)
fill	835	6046
multi-input combinational	94	658.1
sequential	25	500.5
timing repair buffer	25	247.7
tap	102	127.6
clock buffer	4	45.04
inverter	6	22.52
Power is estimated from default activity; no workload was simulated.
